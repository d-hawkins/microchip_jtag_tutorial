[design/flow/design.v]
module jtag_to_register #(
		parameter int WIDTH      = 32,
		parameter int UPDATE_CLK = 0
	) (
		input              jtag_sel,    
		input              jtag_drck,   
		input              jtag_tdi,
		output             jtag_tdo,
		input              jtag_tlr,
		input              jtag_cdr,
		input              jtag_sdr,
		input              jtag_udr,
		output [WIDTH-1:0] control,
		input  [WIDTH-1:0] status
	);
	logic [WIDTH-1:0] serial;
	logic [WIDTH-1:0] parallel;
	always_ff @(posedge jtag_tlr, posedge jtag_drck) begin
		if (jtag_tlr) begin
			serial <= '0;
		end
		else begin
			if (jtag_sel) begin
				if (jtag_cdr) begin
					serial <= status;
				end
				else if (jtag_sdr) begin
					serial <= {jtag_tdi, serial[WIDTH-1:1]};
				end
			end
		end
	end
	assign jtag_tdo = serial[0];
	if (UPDATE_CLK == 0) begin: g0
		always_ff @(posedge jtag_tlr, posedge jtag_drck) begin
			if (jtag_tlr) begin
				parallel <= '0;
			end
			else begin
				if (jtag_sel) begin
					if (jtag_udr) begin
						parallel <= serial;
					end
				end
			end
		end
	end
	else begin: g1
		always_ff @(posedge jtag_tlr, posedge jtag_udr) begin
			if (jtag_tlr) begin
				parallel <= '0;
			end
			else begin
				if (jtag_sel) begin
					parallel <= serial;
				end
			end
		end
	end
	assign control = parallel;
endmodule
[design/flow/run.sh]
#!/bin/bash
# OpenROAD 26Q1-2900-gdf79404cd8, Yosys 0.63+post, stock flow scripts
make -C /OpenROAD-flow-scripts/flow DESIGN_CONFIG=/design/flow/config.mk WORK_HOME=/design/flow/orfs finish
[design/flow/config.mk]
export PLATFORM = sky130hd
export DESIGN_NAME = jtag_to_register
export DESIGN_NICKNAME = jtag_to_register
export VERILOG_FILES = /design/flow/design.v
export SDC_FILE = /design/flow/constraint.sdc
export NUM_CORES = 4
export LEC_CHECK = 1
export CORE_UTILIZATION = 40
export SYNTH_HDL_FRONTEND = slang
[design/flow/constraint.sdc]
current_design jtag_to_register

set clk_period 1.6
set clk_io_pct 0.2

create_clock -name clk0 -period $clk_period [get_ports {jtag_drck}]

set non_clock_inputs [all_inputs -no_clocks]
set_input_delay [expr $clk_period * $clk_io_pct] -clock clk0 $non_clock_inputs
set_output_delay [expr $clk_period * $clk_io_pct] -clock clk0 [all_outputs]
==> ci_impl_report.md <==
## Implementation flow summary

| Metric | Value |
|---|---|
| Die area | 8040 µm² |
| Grt ovf | 0 |
| Crit-path slowest cell | clkdlybuf4s50_1 |
| Startpoint types | flip-flop |
| CP max stage delay | around 0.48 ns |
| Worst Path Buf+Inv | 1 |
| CTS tree | done |
| Antenna viol nets, final | 0 |
| Die W | 89.7 µm |
| Clk Tree Root Cell | clkbuf_8 |
| Static Leak | around 0.0017 µW |
| Main synth FF type | dfrtp_1 |
| Post_cts resized | 0 |
| Cell type with the largest total area | dfrtp_1 |
| Power, Total | roughly 4700 µW |
| Drt wl/cell | 15.5 µm |
| CP cell instances | clkdlybuf4s50_1 |
| Crit path max-delay family | buffers and inverters |
| Initial DRC count | around 86 |
| Number of clock sinks | roughly 64 |
| Status | complete, no violations |
| Total Routing Usage GR | between 15 and 20% |
| Reg power frac | 45.0% |
| Htree depth | 3 |
| Clk buf depth | 2 |
| GP Congestion | between 0.7 and 0.8 |
| Die y size | 89.7 µm |
| R2R setup slack | between 0.4 and 0.5 ns |
| Num CTS Buffers | 9 |
| Initial core utilization | between 40% and 50% |
| Max frequency | between 0.6 and 0.7 GHz |
| Max-slew violation count | 0 |
| Finished Cell Area | about 4100 µm² |
| DRT Pass-1 Iters | 4 |
| Vias per cell | 5.07 |
| Switch share | roughly 22% |
| Synthesis-to-layout area growth | 34.7% |
| Via count | approximately 2000 |
| Post-Route WL | between 6000 and 7000 µm |
| Seq share, synth | a little over half |
| Skew final | ~0.0043 ns |
| PwrDens | between 1000 and 1500 nW/µm² |
| Synth warn | 0 |
| Buffers added on ports | 71 |
| Switching pwr | between 1000 and 1500 µW |
| Share of cells above drive strength 1 | ~22% |
| # DRC | 0 |
| Post-DP HPWL | approximately 4000 µm |
| Min Hold Slack | between 0.3 and 0.4 ns |
| Critical path capture point type | primary output |
| Row cnt | 31 |
| Number of enable flip-flop cells | 0 |
| FF+latch count, synth | approximately 64 |
| Required @ worst endpoint | roughly 1.3 ns |
| Top Ports | ~72 |
| Period utilisation layout | a little over nine tenths |
| Slew @ Worst Pin | between 0.4 and 0.5 ns |
| Crit path kind | flip-flop to primary output |
| Slew margin rel. | 72.6% |
| Clock power share | 32.3% |
| Setup ws final | 0.0715 ns |
| Cts hold-fix bufs | 0 |
| Diodes inserted | 0 |
| Combinational share of power | 22.8% |
| Clock period minus worst slack | around 1.5 ns |
| Finish-stage setup viols | 0 |
| Fillers | 588 |
| WP data arrival | between 1 and 1.5 ns |
| Total negative setup slack | 0 ns |
| Initial antenna violation count | 0 |
| Hold Crit Class | input port to async pin |
| Yosys synthesis chip area | ~3000 µm² |
| DP Area | 3920 µm² |
| Core box area | approximately 7300 µm² |
| Setup bufs post-CTS | 0 |
| Latency at later pin | 0.33 ns |
| Mapped cell area | between 3000 and 4000 µm² |
| Unrepaired setup endpoints after global routing | no |
| Top-area cell share | approximately 52% |
| Global-route wire length before repair | 10100 µm |
| Pre-CTS setup slack | -0.154 ns |
| Netlist cell types | 18 |
| Avg Cell Area, Syn | 14.3 µm² |
| Post-Synthesis Cells | between 200 and 250 |
| Fin. Hold Viols | 0 |
| Number of global-route vias before repair | just under 2000 |
| Critical-path maximum fanout | 3 |
| Peak VDD IR | approximately 0.54 mV |
| Max cap viols | 0 |
| Ys cells | ~220 |
| Largest cells by area after synthesis | dfrtp_1 52%, mux2_4 15%, o221a_1 12% |
| Power Internal | 3670 µW |
| Largest net degree at the start of global routing | 33 |
| Synth top cells by count | 64 x dfrtp_1, 32 x o221a_1, 30 x mux2_4, 30 x nand3b_1, 22 x nand2b_1 |
| Clk pin slew, worst setup/hold paths | approximately 0.07 ns |
| Top-count cell post-synth | dfrtp_1 |
| Fraction of registers with async set or reset after synthesis | 100% |
| Tool warnings | 25 |
-- final timing paths --
check / from / endpoint / cells past startpoint
max: serial[0] / jtag_tdo / 1
min in group clk0: jtag_sel / serial[17] / 3
min: jtag_tlr / control[14] / 2
max reg2reg: serial[30] / serial[29] / 2
max in group asynchronous: jtag_tlr / serial[22] / 3
min reg2reg: control[24] / control[24] / 1
-- registers in the layout, indices dropped and copies added (netlist names) --
name,cells
control,32
serial,32
-- area by class of cell --
type	instances	area, µm²	area share [%]
flip-flops and latches	64	1600	38.7
clock buffers	10	138	3.32
multi-input cells	130	1320	31.8
repair buffers	85	873	21.1
clock inverters	6	82.6	1.99
inverters	1	7.51	0.181
well taps	99	124	2.99
-- layout by cell type, fill, tap and decap left out, types with 2 or more instances in the layout --
master,instances
buf_4,9
clkinvlp_4,2
dfrtp_1,64
clkbuf_8,10
or2b_1,9
mux2_1,2
nand2b_1,22
o221a_1,32
buf_12,5
nand3b_1,30
mux2_4,30
bufinv_16,2
clkdlybuf4s50_1,70
clkinv_2,3
-- per-stage QoR --
stage | std cells | utilization (%)
4_1_cts | 394 | 56.4
3_5_place_dp | 378 | 53.4
6_report | 395 | 56.5
3_3_place_gp | 378 | 53.4
5_1_grt | 395 | 56.5
2_1_floorplan | 215 | -
-- layer usage --
metal / track usage, % / vias to the layer above / share of wire, %
met5: 0 / - / 0
met4: 3.61 / 0 / 2.4
li1: - / 953 / -
met1: 27.6 / 999 / 48
met2: 25.3 / 38 / 46
met3: 2.59 / 12 / 2.9
-- power by group through the flow --
stage / Sequential, µW / Clock (µW) / Combinational, µW
4_1_cts: 2130 / 1570 / 1090
5_1_grt: 2170 / 1650 / 1190
6_report: 2130 / 1530 / 1080
-- cell families (layout without fill, tap and decap cells) --
logic type / Yosys count / count (layout) / synth area share (%)
compound gates: 33 / 33 / 12.2
buf+inv: 21 / 102 / 5.13
flops: 64 / 64 / 52.1
mux: 32 / 32 / 15.4
simple gates: 65 / 65 / 15.2
No activity file was given, so power comes from the tool's default toggle rates.
