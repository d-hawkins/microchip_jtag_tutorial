**./design.v**
```verilog
module sf2_security (
		input        clk_50mhz,
		output [7:0] led,
		input        uart_rxd,
		output       uart_txd
	);
	localparam real CLK_50MHZ_FREQUENCY = 50.0e6;
	localparam real BLINK_PERIOD = 0.5;
	localparam integer WIDTH =
		$clog2(integer'(CLK_50MHZ_FREQUENCY*BLINK_PERIOD))+7;
	logic [WIDTH-1:0] count;
	logic [7:0] led_out;
	always_ff @(posedge clk_50mhz) begin
		count <= count + 1;
	end
	always_ff @(posedge clk_50mhz) begin
		led_out <= ~count[(WIDTH-1) -: 8];
	end
	assign led = led_out;
	assign uart_txd = uart_rxd;
endmodule
```
**./run.sh**
```bash
#!/bin/bash
# OpenROAD 26Q1-2900-gdf79404cd8, Yosys 0.63+post, stock flow scripts
make -C /OpenROAD-flow-scripts/flow DESIGN_CONFIG=/design/flow/config.mk WORK_HOME=/design/flow/orfs finish
```
**./config.mk**
```make
export PLATFORM = sky130hd
export DESIGN_NAME = sf2_security
export DESIGN_NICKNAME = sf2_security
export VERILOG_FILES = /design/flow/design.v
export SDC_FILE = /design/flow/constraint.sdc
export NUM_CORES = 4
export LEC_CHECK = 1
export CORE_AREA = 10 10 108 108
export DIE_AREA = 0 0 118 118
export SYNTH_HDL_FRONTEND = slang
```
**./constraint.sdc**
```tcl
current_design sf2_security

set clk_period 4.4
set clk_io_pct 0.2

create_clock -name clk0 -period $clk_period [get_ports {clk_50mhz}]

set non_clock_inputs [all_inputs -no_clocks]
set_input_delay [expr $clk_period * $clk_io_pct] -clock clk0 $non_clock_inputs
set_output_delay [expr $clk_period * $clk_io_pct] -clock clk0 [all_outputs]
```
==> results.json <==
{
  "run_status": "complete, no violations",
  "min_from": "count[0]$_DFF_P_",
  "detailedRoute.firstPassIterationCount": 4,
  "chipHeight_um": 118,
  "antenna_found_initial": 0,
  "fin_crit_period_ps": 1920,
  "tightest_slew_ps": 404,
  "initCoreUtil_pct": 16.5,
  "worstSetupPathType": "flop to output pin",
  "cp_data_arrival_time_ps": 1040,
  "pin_count": 11,
  "setup_viol": 0,
  "clk_pin_slew_ps": 70,
  "yosys-stat-area_sq_um": 1530,
  "irDropWorstVdd_uv": 93.4,
  "cp_num_buf_inv": 1,
  "dp.cells": 276,
  "groute.layer.met2.usage_pct": 4.55,
  "cpMaxStageDelayCell": "clkdlybuf4s50_1",
  "critical_path.endpoint_type": "output pin",
  "timing.hold.worst.class": "flop to flop",
  "first_global_vias": 868,
  "global_route_wire_length_before_repair_um": 3950,
  "post_cts_buffers": 0,
  "tritoncts": "yes",
  "drt_first_iter_violations": 57,
  "netlist.top_cell.by_area": "dfxtp_1",
  "buffer_ports.inserted": 8,
  "drc_errors": 0,
  "rsz0062_at_grt": "no",
  "layout.cells.non_filler": 283,
  "synth_sequential_area_ratio_pct": 52.3,
  "maxSlewHeadroom_pct": 72.9,
  "post_route_cells_drive_above_1_share_pct": 12.3,
  "clock_tree.htree_level_count": 2,
  "synth_cells": 143,
  "min_delay_path_depth": 1,
  "final-max-slew-violation-count": 0,
  "synth.cell_area_sq_um": 1530,
  "r2r_start": "count[7]$_DFF_P_",
  "critical_path.startpoint_type": "flop",
  "clk_path_buf_depth": 2,
  "top_area_share_pct": 52.3,
  "synth.yosys.warnings": 0,
  "timing.critical_path.from": "led[2]$_DFF_P_",
  "post-route-period-util_pct": 43.7,
  "synth-cells-yosys": 143,
  "fin_tns_setup_ps": 0,
  "dpl_worst_slack_ps": 2640,
  "dr_total_vias": 938,
  "totalPowerFinal_mw": 0.581,
  "cp_data_required_time_ps": 3520,
  "final_antenna_net_count": 0,
  "routed_wl_um": 2160,
  "timing_hold_violations_final": 0,
  "crit_cells": 1,
  "netlist-cell-type-count": 24,
  "finalWorstSetupSlack_ps": 2480,
  "warning_count": 25,
  "ff2ff_path_depth": 4,
  "drt-wirelength-per-cell_um": 7.63,
  "layout-area-overhead-vs-synth_pct": 19.0,
  "clock_skew_ps": 4.32,
  "crit-reg2reg-capture": "count[26]$_DFF_P_",
  "timing.hold.worst_endpoint": "count[0]$_DFF_P_",
  "globalRoute.busiestLayer": "met1",
  "grt_start_max_net_pins": 13,
  "ys.flops": 40,
  "crit_chain": "clkdlybuf4s50_1",
  "globalRouteMet1Util_pct": 4.56,
  "core_sq_um": 9280,
  "avg_inst_size_synth_sq_um": 10.7,
  "die_area_sq_um": 13900,
  "grt_use_total_pct": 3.24,
  "fp.dieW_um": 118,
  "numClockSinks": 40,
  "tritoncts.num_buffers": 5,
  "pwr_density_cell_nw_per_um2": 319,
  "route.detailed.vias_per_inst": 3.31,
  "n_antenna_cell": 0,
  "critical_path.max_stage_delay_ps": 450,
  "root_buffer_cell": "clkbuf_8",
  "fmax_mhz": 520,
  "path_delay_family": "buffers and inverters",
  "cp_max_fo": 1,
  "grt-ovfl-total": 0,
  "post_cts_resize_count": 0,
  "groute.layer.met3.usage_pct": 1.36,
  "rows": 35,
  "place.detailed.hpwl_um": 1470,
  "static-leakage-power_nw": 0.620,
  "place.gp.congestion": 0.726,
  "area_leaders": "dfxtp_1 (52%), xnor2_1 (11%), xor2_1 (6.3%), nand3_1 (3.3%), nor4_2 (3.3%)",
  "clk-insertion-delay-late_ps": 280,
  "drv.max_cap_violation_count": 0,
  "cts_hold_buffers": 0,
  "reg2reg_setup_slack_ps": 2780
}
## cells in the mapped netlist
cell,count
nor3_2,3
inv_1,10
or2_2,2
xnor2_1,19
and3_1,1
nor2_1,6
nand2_1,10
nor4_1,2
nand4_4,1
nand4_2,1
or3_4,1
nor3_1,5
buf_4,1
and4_1,3
nor4_4,1
buf_6,1
xor2_1,11
dfxtp_1,40
nand4_1,7
nand3_1,10
and2_1,1
ha_1,1
buf_2,2
nor4_2,4
## layer usage
metal,share of wire (%),vias to the layer above,routed length (um)
li1,-,500,-
met1,53,415,1150
met2,38,15,814
met3,7.1,8,153
met4,2.0,0,44
met5,0,-,0
## through the flow
stage               cell area [sq um]  utilization [%]  hold slack (ps)
finish                           1820             19.6              402
global route                     1820             19.6              418
CTS                              1820             19.6              405
detailed placement               1740             18.8              388
global placement                 1740             18.8              381
floorplan                        1530                -              370
## sequential cells by signal, indices dropped and copies added (netlist names)
| register | cells |
|---|---|
| led | 8 |
| count | 32 |
## placed cells by master, fill, tap and decap left out
cell type / netlist / final
and2_1: 1 / 1
and3_1: 1 / 1
and4_1: 3 / 3
clkbuf_1: 0 / 1
clkbuf_8: 0 / 5
clkdlybuf4s50_1: 0 / 8
clkinv_2: 0 / 1
dfxtp_1: 40 / 40
ha_1: 1 / 1
inv_1: 10 / 10
nand2_1: 10 / 10
nand3_1: 10 / 10
nand4_1: 7 / 7
nand4_2: 1 / 1
nand4_4: 1 / 1
nor2_1: 6 / 6
nor3_1: 5 / 5
nor3_2: 3 / 3
nor4_1: 2 / 2
nor4_2: 4 / 4
nor4_4: 1 / 1
or2_2: 2 / 2
or3_4: 1 / 1
xnor2_1: 19 / 19
xor2_1: 11 / 11
## power by group
group | leakage (nW) | switching [mW] | internal, mW
clock | 0.0410 | 0.112 | 0.108
sequential | 0.322 | 0 | 0.362
combinational | 0.257 | 0 | 0
## layout make-up
| type | count | area, sq um |
|---|---|---|
| well taps | 129 | 161 |
| inverters | 10 | 37.5 |
| clock buffers | 6 | 72.6 |
| repair buffers | 8 | 80.1 |
| flip-flops and latches | 40 | 801 |
| multi-input cells | 89 | 664 |
| fillers | 1017 | 7460 |
| clock inverters | 1 | 5.00 |
## cells by family (layout without fill, tap and decap cells)
kind of cell / count (synthesis) / after routing / share of synthesized area (%)
buffers and inverters: 14 / 25 / 4.33
DFF: 40 / 40 / 52.3
and+or+nand+nor: 58 / 58 / 25.4
adders and majority gates: 1 / 1 / 0.817
xor gates and xnor gates: 30 / 30 / 17.2
## worst max path at each step
stage,end,slack (ps)
5_1_grt,led[2],2420
4_1_cts,led[3],2460
6_report,led[2],2480
Power is estimated from default activity; no workload was simulated.
