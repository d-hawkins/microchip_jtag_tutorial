==> /design/flow/design.v <==
module sf2_kickstart (
		input        clk_50mhz,
		output [3:0] led_g,
		output [3:0] led_r,
		input        uart_rxd,
		output       uart_txd
	);
	localparam real CLK_50MHZ_FREQUENCY = 50.0e6;
	localparam real BLINK_PERIOD = 0.5;
	localparam integer WIDTH =
		$clog2(integer'(CLK_50MHZ_FREQUENCY*BLINK_PERIOD))+3+1;
	logic [WIDTH-1:0] count;
	always_ff @(posedge clk_50mhz) begin
		count <= count + 1;
	end
	assign led_g = (count[WIDTH-1] == 1'b0) ? '0 :
		count[(WIDTH-2) -: 4];
	assign led_r = (count[WIDTH-1] == 1'b1) ? '0 :
		count[(WIDTH-2) -: 4];
	assign uart_txd = uart_rxd;
endmodule
==> /design/flow/run.sh <==
#!/bin/bash
# OpenROAD 26Q1-2900-gdf79404cd8, Yosys 0.63+post, stock flow scripts
make -C /OpenROAD-flow-scripts/flow DESIGN_CONFIG=/design/flow/config.mk WORK_HOME=/design/flow/orfs finish
==> /design/flow/config.mk <==
export PLATFORM = sky130hd
export DESIGN_NAME = sf2_kickstart
export DESIGN_NICKNAME = sf2_kickstart
export VERILOG_FILES = /design/flow/design.v
export SDC_FILE = /design/flow/constraint.sdc
export NUM_CORES = 4
export LEC_CHECK = 1
export CORE_AREA = 10 10 113 113
export DIE_AREA = 0 0 123 123
export SYNTH_HDL_FRONTEND = slang
==> /design/flow/constraint.sdc <==
current_design sf2_kickstart

set clk_period 5.1
set clk_io_pct 0.2

create_clock -name clk0 -period $clk_period [get_ports {clk_50mhz}]

set non_clock_inputs [all_inputs -no_clocks]
set_input_delay [expr $clk_period * $clk_io_pct] -clock clk0 $non_clock_inputs
set_output_delay [expr $clk_period * $clk_io_pct] -clock clk0 [all_outputs]
==> results_dict.tcl <==
# place-and-route summary
set metrics [dict create \
    r2r_setup_slack_ps 3060 \
    setup_tns_ps 0 \
    routed_via_density 3.13 \
    ys_warn_count 0 \
    fmax_ghz 0.423 \
    drtIter0Drc 29 \
    ys_async_sr_fraction_pct 0 \
    ys_chip_area_um2 1200 \
    max_slew.worst_pin.slew_ps 617 \
    cts.path.max_buffers 2 \
    drc_errors 0 \
    top_logic_kind "simple AND/OR/NAND/NOR gates" \
    reg2regPathDepth 4 \
    hold_start "count[0]" \
    mux_area_share_pct 0 \
    crit_required_ps 4080 \
    cts_root_buf "clkbuf_8" \
    drt-total-wl_mm 1.90 \
    place_ws_ps 3020 \
    yosys.cell_count.top_type "dfxtp_1" \
    setup_slack_ps 2740 \
    slew_headroom_pct 58.8 \
    regMostFlops "count" \
    grt_max_degree 16 \
    hold_viol 0 \
    yosysUniqueCellTypes 24 \
    clk_latency_ps 280 \
    initCoreUtil_pct 11.7 \
    synth_top_area_share_pct 48.2 \
    r2r-end "count[26]" \
    cts_inserted_buffers 5 \
    synth_area_per_cell_um2 9.72 \
    ys_cells 124 \
    ctsHoldBuffers 0 \
    syn_to_final_growth_pct 28.2 \
    end_kind "output pin" \
    worstSetupStartpointType "register" \
    postSynth.topFlopCell "dfxtp_1" \
    post_cts_buffers 0 \
    drive_gt1_share_pct 8.09 \
    drtAntennaViolNets 0 \
    synthesis.area_um2 1200 \
    die_area_um2 15100 \
    hold-path-cell-count 1 \
    peakVddDrop_mv 0.120 \
    fin_skew_ps 5.69 \
    warnings 25 \
    grt_pass1_vias 752 \
    topCellsByArea "dfxtp_1, xor2_1, xnor2_1, nor3_1, nand2_1" \
    htreeDepth 2 \
    synthCells 124 \
    yosys.area_share.xor_xnor_pct 20.2 \
    hpwl_mm 1.29 \
    rr_startpoint "count[7]" \
    report.final.setup_viol 0 \
    top_cells_by_count "dfxtp_1, xor2_1, nand2_1" \
    crit_buf_inv 1 \
    powerDensity_nw_per_um2 304 \
    reg_top3 "count (29)" \
    hold_end "count[0]" \
    crit_type "reg2out" \
    synth-simple-area-share_pct 26.5 \
    firstDrtPassIters 6 \
    gp_congestion 0.697 \
    globalRouteOverflowTotal 0 \
    hold_class "reg2reg" \
    cts.sinks 29 \
    leakage_uw 0.000568 \
    ioPinCount 11 \
    cts_resized 0 \
    synth-compound-area-share_pct 0 \
    grt_setup_unrepaired "no" \
    grt_pass1_wl_mm 3.26 \
    ys_seq_share_pct 48.2 \
    largest_reg_flops 29 \
    layout_min_cycle_time_ps 2360 \
    crit_path_cell_trace "and2_1, clkdlybuf4s50_1" \
    arrival_ps 1340 \
    cts_tree "done" \
    synth_area_leader_cell "dfxtp_1" \
    die_x_um 123 \
    core_area_um2 10300 \
    grt_antenna_before_repair 0 \
    die.size.y_um 123 \
    drv_cap 0 \
    crit_path_max_fanout 9 \
    crit_family "buffers and inverters" \
    portBuffers 8 \
    status "complete, no violations" \
    adder_share_pct 1.04 \
    synth-edff-count 0 \
    period_used_pct 46.4 \
    slew_violations 0 \
    max_stage_delay_ps 460 \
    ys.flops 29 \
    cpMaxStageDelayCell "clkdlybuf4s50_1" \
    grt_usage_pct 2.55 \
    rows 37 \
    vias 851 \
    diodes 0 \
    path_clk_slew_ps 60 \
    wl_per_cell_um 6.98 \
]
power breakdown:
group	total (uW)	internal, uW	switching, uW	leakage (uW)
clock network	244	159	84.5	0.0000585
registers	227	227	0	0.000233
logic	0.000277	0	0	0.000277
through the flow:
| stage | utilization [%] | hold WS, ps | std cells | cell area, um^2 | power (uW) |
|---|---|---|---|---|---|
| 3_5_place_dp | 13.8 | 396 | 264 | 1430 | 232 |
| 5_1_grt | 15.0 | 440 | 272 | 1550 | 487 |
| 4_1_cts | 15.0 | 412 | 272 | 1550 | 475 |
| 6_report | 15.0 | 412 | 272 | 1550 | 470 |
| 2_1_floorplan | - | 379 | 124 | 1200 | 232 |
| 3_3_place_gp | 13.8 | 393 | 264 | 1430 | 232 |
how the worst max path moves through the flow:
stage / from / end / slack, ps / depth (start not counted)
after CTS: count[28] / led_g[1] / 2710 / 2
after global routing: count[28] / led_g[1] / 2610 / 2
final: count[28] / led_g[1] / 2740 / 2
logic make-up (layout without fill, tap and decap cells):
| kind of cell | count (synthesis) | count (layout) |
|---|---|---|
| buffers and inverters | 10 | 22 |
| AND/OR/NAND/NOR | 57 | 57 |
| flip-flops | 29 | 29 |
| XOR/XNOR | 27 | 27 |
| adder cells (fa/ha/maj) | 1 | 1 |
layout make-up:
cell class / count / area (um^2)
Clock buffer: 7 / 86.3
Clock inverter: 1 / 30.0
Fill cell: 1148 / 8780
Inverter: 6 / 22.5
Multi-Input combinational cell: 85 / 576
Sequential cell: 29 / 581
Tap cell: 136 / 170
Timing Repair Buffer: 8 / 80.1
cell usage in the layout, fill, tap and decap left out, drive strengths merged:
cell,synthesis,routed
and2,6,6
and3,1,1
and4,4,4
bufinv,0,1
clkbuf,2,7
clkdlybuf4s50,0,8
dfxtp,29,29
ha,1,1
inv,6,6
nand2,11,11
nand2b,1,1
nand3,6,6
nand4,2,2
nor2,6,6
nor2b,3,3
nor3,9,9
nor4,6,6
or2,1,1
or4b,1,1
xnor2,11,11
xor2,16,16
per-layer routing:
metal / GRT usage, % / part of all wire, % / vias to the layer above
li1: - / - / 433
met1: 3.39 / 50 / 397
met2: 3.45 / 38 / 15
met3: 1.62 / 11 / 6
met4: 0.509 / 1.3 / 0
met5: 0 / 0 / -
Power is estimated from default activity; no workload was simulated.
